==> /design/flow/design.v <==
`timescale 1ns / 1ps
module top_a1_q3_struct_pri_enc_8x3(D, O);
    input [7:0] D;
    output [2:0] O;
    wire [7:0] not_D;
    wire [6:0] comb;  
    not (not_D[7], D[7]);        
    not (not_D[6], D[6]); 
    not (not_D[5], D[5]); 
    not (not_D[4], D[4]); 
    not (not_D[3], D[3]); 
    not (not_D[2], D[2]); 
    not (not_D[1], D[1]); 
    not (not_D[0], D[0]); 
    and (comb[6], not_D[7], D[6]);             
    and (comb[5], not_D[7], not_D[6], D[5]);   
    and (comb[4], not_D[7], not_D[6], not_D[5], D[4]);
    and (comb[3], not_D[7], not_D[6], not_D[5], not_D[4], D[3]);
    and (comb[2], not_D[7], not_D[6], not_D[5], not_D[4], not_D[3], D[2]);
    and (comb[1], not_D[7], not_D[6], not_D[5], not_D[4], not_D[3], not_D[2], D[1]);
    and (comb[0], not_D[7], not_D[6], not_D[5], not_D[4], not_D[3], not_D[2], not_D[1], D[0]);
    or (O[2], D[7], comb[6], comb[5], comb[4]);    
    or (O[1], D[7], comb[6], comb[3], comb[2]);
    or (O[0], D[7], comb[5], comb[3], comb[1]);
endmodule
==> /design/flow/run.sh <==
#!/bin/bash
# OpenROAD 26Q1-2900-gdf79404cd8, Yosys 0.63+post, stock flow scripts
make -C /OpenROAD-flow-scripts/flow DESIGN_CONFIG=/design/flow/config.mk WORK_HOME=/design/flow/orfs finish
==> /design/flow/config.mk <==
export PLATFORM = sky130hd
export DESIGN_NAME = top_a1_q3_struct_pri_enc_8x3
export DESIGN_NICKNAME = top_a1_q3_struct_pri_enc_8x3
export VERILOG_FILES = /design/flow/design.v
export SDC_FILE = /design/flow/constraint.sdc
export NUM_CORES = 4
export LEC_CHECK = 1
export CORE_AREA = 10 10 70 70
export DIE_AREA = 0 0 80 80
==> /design/flow/constraint.sdc <==
current_design top_a1_q3_struct_pri_enc_8x3

set clk_period 1.0
set clk_io_pct 0.2

create_clock -name clk0 -period $clk_period

set non_clock_inputs [all_inputs -no_clocks]
set_input_delay [expr $clk_period * $clk_io_pct] -clock clk0 $non_clock_inputs
set_output_delay [expr $clk_period * $clk_io_pct] -clock clk0 [all_outputs]
==> flow_metrics.env <==
# yosys + openroad results
export IMPL_n_antenna_cell=0
export IMPL_io_buffers=10
export IMPL_logic_area_um2=55.05
export IMPL_drv_cap=0
export IMPL_grt_pass1_wl_um=448
export IMPL_hp_class="primary input to primary output"
export IMPL_viasPerCell=1.576
export IMPL_relSlewSlack=0.8954
export IMPL_chipHeight_um=80
export IMPL_finalMaxSlewViolations=0
export IMPL_hold_viol_final=0
export IMPL_min_period_ns=0.9228
export IMPL_yosysUniqueCellTypes=8
export IMPL_pre_cts_ws_ns=-0.6304
export IMPL_drc_errors=0
export IMPL_setup_violations=0
export IMPL_status="completed"
export IMPL_critPathKind="primary input to primary output"
export IMPL_coreArea_um2=3416
export IMPL_leakage_nw=0.05944
export IMPL_synth_seq_share=0
export IMPL_fillers=413
export IMPL_tightest_slew_ns=0.1560
export IMPL_ys_warn_count=0
export IMPL_cp_required_ns=0.80
export IMPL_tns_ns=0
export IMPL_grt_total_usage=0.007850
export IMPL_netlist_instances=10
export IMPL_fin_crit_sh=0.9228
export IMPL_p_per_area_nw_per_um2=245.5
export IMPL_ir_drop_mv=0.01660
export IMPL_drive_gt1_frac=0.7500
export IMPL_wirelength_um=296
export IMPL_ant_nets=0
export IMPL_wire_per_inst_um=4.485
export IMPL_drt_pass1_iter_count=1
export IMPL_grt_pass1_vias=111
export IMPL_ios=11
export IMPL_die_width_um=80
export IMPL_chipArea_um2=6400
export IMPL_min_path_cells=3
export IMPL_crit_path_end="O[1]"
export IMPL_yosysChipArea_um2=53.80
export IMPL_area_delta_synth_final_pct=234.9
export IMPL_fp_row_count=21
export IMPL_tool_warnings=33
export IMPL_ff_count=0
export IMPL_first_iter_violations=0
export IMPL_ctsHoldBuffers=0
export IMPL_crit_fanout=2
export IMPL_synth_cell_area_um2=53.80
export IMPL_worst_slack_ns=0.07723
export IMPL_dp_hpwl_um=257.2
export IMPL_grt_max_degree=4
export IMPL_avgSynthCellArea_um2=5.380
export IMPL_ys_cells=10
export IMPL_cp_startpoint="D[4]"
export IMPL_worstPathArrival_ns=0.72
export IMPL_antenna_found_initial=0
export IMPL_regArea_um2=0
export IMPL_cp_end_kind="primary output"
export IMPL_grt_overflow=0
export IMPL_worst_setup_path_start_kind="primary input"
export IMPL_num_vias=104
export IMPL_rsz0062_at_grt="false"
export IMPL_routabilityCongestion=0.7783
export IMPL_fmax_mhz=1084
export IMPL_fp_util=0.01575
export IMPL_clock_buffers=0
## repair_timing
action	CTS	global route
gates resized	31	5
pin swaps	5	2
setup buffers	1	0
endpoints found under the setup margin	3	3
## cells by family (layout without fill, tap and decap cells)
family,after synthesis,count (layout),synth area share
AND-OR/OR-AND,4,4,0.5812
AND/OR/NAND/NOR,4,4,0.2792
buffers and inverters,2,12,0.1394
## power breakdown
part / internal, W / switching, W
registers: 0 / 0
clock network: 0 / 0
logic: 0.0000236 / 0.0000206
## worst max-delay path, cell delays in order
cell and delay (ns):
buf_2 0.11, nor2_2 0.11, o21ai_1 0.07, nand2_1 0.06, clkdlybuf4s15_1 0.17
## layout make-up
cell class	instances	area share
inverters	2	0.04861
multi-input cells	8	0.3056
well taps	46	0.3194
repair buffers	10	0.3264
## layer usage
layer	part of all wire	wire, um	vias up	GRT usage
li1	-	-	54	-
met1	0.54	159	40	0.01055
met2	0.18	53	10	0.009631
met3	0.28	83	0	0.006818
met4	0	0	0	0
met5	0	0	-	0
## stage by stage
step / instances / instance area, um2 / utilization / power [W] / hold slack (ns)
global route: 66 / 180.2 / 0.05275 / 0.00004978 / 0.6838
detailed placement: 66 / 211.5 / 0.06190 / 0.00005765 / 1.366
CTS: 66 / 200.2 / 0.05861 / 0.00004869 / 0.6686
floorplan: 10 / 53.80 / - / 0.00001190 / 0.4327
global placement: 66 / 211.5 / 0.06190 / 0.00005692 / 1.364
finish: 66 / 180.2 / 0.05275 / 0.00004423 / 0.6582
## cell usage in the layout, fill, tap and decap left out
| master | count |
|---|---|
| clkdlybuf4s15_1 | 1 |
| clkinv_2 | 1 |
| nand2_1 | 2 |
| clkbuf_2 | 3 |
| a21oi_2 | 2 |
| o31ai_2 | 1 |
| inv_2 | 1 |
| buf_2 | 5 |
| dlygate4sd2_1 | 1 |
| o21ai_1 | 1 |
| nor2_2 | 2 |
## synth_stat cells
master	instances	area share
o31ai_2	1	0.23
inv_2	1	0.070
nand2_1	2	0.14
a21oi_2	1	0.16
o21ai_0	1	0.093
nor2_1	2	0.14
clkinv_1	1	0.070
a21oi_1	1	0.093
## worst min-delay path by stage
| stage | startpoint | end | slack (ns) |
|---|---|---|---|
| CTS | D[4] | O[0] | 0.67 |
| global route | D[4] | O[0] | 0.68 |
| finish | D[4] | O[0] | 0.66 |
Power and IR drop assume default switching activity.
