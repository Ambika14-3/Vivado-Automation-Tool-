==> flow/design.v <==
`timescale 1ns / 1ps
module top_a2_q2_RegFile(
data_in, q1, q2, clk, we, rw, r1, r2
    );
    parameter M = 32;                       
    parameter N = 32;                       
    input [N-1:0]data_in;
    output logic [N-1:0] q1, q2; 
    input clk, we; 
    input [$clog2(M) -1  : 0] rw, r1, r2 ; 
    logic [N-1 :0] register [M-1:0];
    integer k; 
    initial
    for(k = 0; k<= M-1; k = k+1)
    begin 
        register[k] = '0; 
    end
    always_ff @(posedge clk)  
    begin 
        q1 <= register[r1] ; 
        q2 <= register[r2] ; 
        if(we == 1'b1) 
        begin 
            register[rw] <= data_in ; 
        end 
    end  
endmodule
==> flow/run.sh <==
#!/bin/bash
# OpenROAD 26Q1-2900-gdf79404cd8, Yosys 0.63+post, stock flow scripts
make -C /OpenROAD-flow-scripts/flow DESIGN_CONFIG=/design/flow/config.mk WORK_HOME=/design/flow/orfs finish
==> flow/config.mk <==
export PLATFORM = sky130hd
export DESIGN_NAME = top_a2_q2_RegFile
export DESIGN_NICKNAME = top_a2_q2_RegFile
export VERILOG_FILES = /design/flow/design.v
export SDC_FILE = /design/flow/constraint.sdc
export NUM_CORES = 4
export LEC_CHECK = 1
export CORE_UTILIZATION = 50
==> flow/constraint.sdc <==
current_design top_a2_q2_RegFile

set clk_period 4.1
set clk_io_pct 0.2

create_clock -name clk0 -period $clk_period [get_ports {clk}]

set non_clock_inputs [all_inputs -no_clocks]
set_input_delay [expr $clk_period * $clk_io_pct] -clock clk0 $non_clock_inputs
set_output_delay [expr $clk_period * $clk_io_pct] -clock clk0 [all_outputs]
==> flow_metrics.env <==
# yosys + openroad results
export IMPL_pre_cts_ws_ns=0.690
export IMPL_setup_tns_ns=0
export IMPL_rows=115
export IMPL_fin_crit_ns=2.69
export IMPL_ys_types=24
export IMPL_whs_ns=0.624
export IMPL_cts_hold_buf=0
export IMPL_dieArea_sq_um=101000
export IMPL_syn_inst=3450
export IMPL_io_buffers=112
export IMPL_initial_utilization_pct=50.7
export IMPL_syn_avg_cell_area_sq_um=14.5
export IMPL_hold_end="q2[1]"
export IMPL_p_leak_uw=0.0212
export IMPL_critPathLaunchType="input pin"
export IMPL_drt_initial_drc_count=2100
export IMPL_report_final_setup_viol=0
export IMPL_cts_tree="done"
export IMPL_p_int_uw=19400
export IMPL_timing_rr_start="register[3][5]"
export IMPL_warning_count=26
export IMPL_max_cap_violations=0
export IMPL_ys_area_sq_um=50100
export IMPL_comb_power_share_pct=8.5
export IMPL_p_switching_uw=5650
export IMPL_fmax_ghz=0.372
export IMPL_path_max_fanout=64
export IMPL_drt_pass1_iterations=7
export IMPL_post_drt_via_cell_ratio=6.37
export IMPL_fill_cells=7270
export IMPL_htreeDepth=3
export IMPL_worstMarginPinSlew_ns=1.03
export IMPL_via_count=31600
export IMPL_rsz0062_at_grt="no"
export IMPL_grt_pass1_vias=33300
export IMPL_ys_cells=3450
export IMPL_place_gp_congestion=0.902
export IMPL_die_height_microns=318
export IMPL_io_pins=113
export IMPL_ys_top_cells_by_count="1024 x edfxtp_1, 1024 x mux2i_1, 195 x nand2_1, 194 x nand3_1"
export IMPL_clock_skew_final_ns=0.0163
export IMPL_design_core_area_sq_um=98900
export IMPL_slowest_stage="clkdlybuf4s50_1"
export IMPL_top_cell_area_share_pct=61.4
export IMPL_worst_path_largest_cell_delay_ns=0.65
export IMPL_dp_hpwl_microns=83800
export IMPL_postCtsResizedCells=0
export IMPL_p_per_area_nw_per_um2=438
export IMPL_yosys_area_top_type="edfxtp_1"
export IMPL_grt_pass1_wl_microns=222000
export IMPL_antenna_found_initial=6
export IMPL_layout_drive_gt1_share_pct=10.4
export IMPL_cts_made_buffers=114
export IMPL_clock_path_buffers=3
export IMPL_clock_sinks=1088
export IMPL_die_w_microns=318
export IMPL_worstPathRequired_ns=4.63
export IMPL_whs_path_depth=4
export IMPL_post_route_period_util_pct=65.6
export IMPL_synth_flop_count=1088
export IMPL_rr_endpoint="q2[5]"
export IMPL_arrival_ns=3.22
export IMPL_path_cells="clkdlybuf4s50_1 > nor2b_4 > buf_12 > a22o_1 > nor3_1 > a31oi_1 > nand3_1"
export IMPL_cts_setup_buffers=0
export IMPL_ant_nets=0
export IMPL_power_uw=25100
export IMPL_cts_root_buf="clkbuf_16"
export IMPL_hold_start="register[24][1]"
export IMPL_grt_usage_pct=33.2
export IMPL_logic_area_sq_um=16800
export IMPL_fin_ws_ns=1.41
export IMPL_ys_async_sr_fraction_pct=0
export IMPL_p_sw_share_pct=22.6
export IMPL_syn_to_final_growth_pct=14.3
export IMPL_end_kind="register"
export IMPL_grt_max_degree=91
export IMPL_insertion_delay_ns=0.70
export IMPL_rrSetupSlack_ns=2.58
export IMPL_r2r_cells=5
export IMPL_status="finished, final reports clean"
export IMPL_yosys_top_cells_area="edfxtp_1 61%, mux2i_1 20%, a22oi_1 2.9%"
export IMPL_overflow=0
export IMPL_yosys_most_used_dff="edfxtp_1"
export IMPL_drc=0
export IMPL_p_clk_share_pct=41.5
export IMPL_routed_wl_microns=153000
export IMPL_routedWlPerCell_microns=30.8
export IMPL_instances_no_fill=4961
export IMPL_slew_violations=0
export IMPL_yosysWarnings=1
export IMPL_critPathKind="in2reg"
export IMPL_ir_drop_uv=318
export IMPL_placed_cells=4750
export IMPL_slew_headroom_pct=30.8
export IMPL_pwr_share_seq_pct=50.0
export IMPL_edf_count=1024
export IMPL_seqCellArea_sq_um=32000
export IMPL_postSynthSeqShare_pct=64.0
export IMPL_clk_pin_slew_worst_paths_ns=0.06
export IMPL_hold_path_class="reg2reg"
export IMPL_netlist_area_sq_um=50100
export IMPL_report_final_hold_viol_count=0
## layout by cell type, fill, tap and decap left out
cell type,Yosys,routed
or3b_2,3,3
or2_2,2,2
a22oi_1,192,192
clkbuf_16,0,117
mux2i_1,1024,1024
clkbuf_1,86,27
clkinv_1,0,7
nand2_2,0,2
nor2_1,35,1
nand2_1,195,193
buf_8,0,2
or3_1,1,1
dfxtp_1,64,64
clkdlybuf4s50_1,0,110
inv_6,0,2
a31oi_1,64,64
bufinv_16,0,9
nor2b_4,0,4
clkbuf_8,0,24
nor2_4,0,34
clkinv_4,0,1
clkinv_2,0,21
buf_4,47,98
diode_2,0,2
clkinvlp_4,0,1
nand2b_2,0,4
buf_12,0,56
nand3b_1,5,5
and2_4,0,2
nor3_1,64,64
a22o_1,128,128
edfxtp_1,1024,1024
nand3_1,194,194
a21oi_1,192,192
## cells by family after synthesis
kind of cell           synth area share (%)
buffers and inverters                  3.13
muxes                                  20.5
DFF                                    64.0
and+or+nand+nor                        4.59
AOI/OAI and AO/OA                      7.84
## sequential cells by signal, summed over array words and instances (netlist names)
name	flops
q2	32
q1	32
register	1024
## how the worst max path moves through the flow
| stage | start | end | slack, ns | cells past startpoint |
|---|---|---|---|---|
| after global routing | r1[2] | q1[12] | 1.36 | 7 |
| final | r1[2] | q1[12] | 1.41 | 7 |
| after CTS | q2[6] | q2[6] | 1.41 | 1 |
## final cells by class
| class | count | share of cell area (%) |
|---|---|---|
| clock inverter | 41 | 0.761 |
| clock buffer | 168 | 5.87 |
| antenna | 2 | 0.00875 |
| timing repair buffer | 266 | 5.22 |
| sequential | 1088 | 56.0 |
| multi-input combinational | 2109 | 29.3 |
| tap | 1287 | 2.81 |
## power by group through the flow
stage	registers, uW	logic [uW]	clock network (uW)
after CTS	12500	2110	10500
after global routing	12500	2270	11000
final	12500	2130	10400
## critical path, delay by kind of cell
family / cells / cell delay [ns]
buffers and inverters: 2 / 1.08
AOI/OAI and AO/OA: 2 / 0.60
and+or+nand+nor: 3 / 0.66
## stage by stage
stage                     instance area (sq um)  util [%]
after floorplan                           50100         -
after global placement                    53400      54.0
after detailed placement                  53400      54.0
after CTS                                 57200      57.9
after global routing                      57200      57.9
final                                     57200      57.9
## layer usage
layer / vias up / routed length [microns] / share of wire, % / global-route usage, %
li1: 13800 / - / - / -
met1: 15400 / 52500 / 34 / 42.1
met2: 2030 / 70600 / 46 / 48.4
met3: 347 / 24600 / 16 / 22.4
met4: 12 / 5160 / 3.4 / 8.84
met5: - / 96 / 0.063 / 0.378
Power is estimated from default activity; no workload was simulated.
