==> flow/design.v <==
`timescale 1ns / 1ps
module top_a1_q1_rca_8bit
(
    A, B, Cin, Sum, Cout
);
    input [7:0]A, B;
    input Cin;
    wire [6:0]w; 
    output [7:0] Sum;
    output Cout;
    fa fa0(A[0], B[0], Cin, Sum[0], w[0]);
    fa fa1(A[1], B[1], w[0], Sum[1], w[1]);
    fa fa2(A[2], B[2], w[1], Sum[2], w[2]);
    fa fa3(A[3], B[3], w[2], Sum[3], w[3]);
    fa fa4(A[4], B[4], w[3], Sum[4], w[4]);
    fa fa5(A[5], B[5], w[4], Sum[5], w[5]);
    fa fa6(A[6], B[6], w[5], Sum[6], w[6]);
    fa fa7(A[7], B[7], w[6], Sum[7], Cout);
endmodule
module fa(A, B, Cin, Sum, Cout);
    input A, B, Cin;
    output Sum, Cout; 
    wire S_ha, C_ha, C_ha2; 
    ha ha0(A, B, S_ha, C_ha);
    ha ha1(Cin, S_ha, Sum, C_ha2);
    or (Cout, C_ha, C_ha2) ;
endmodule 
module ha(A,B,Sum,Cout);
    input A,B; 
    output Sum, Cout; 
    xor (Sum, A, B);
    and (Cout, A, B);
endmodule 
==> flow/run.sh <==
#!/bin/bash
# OpenROAD 26Q1-2900-gdf79404cd8, Yosys 0.63+post, stock flow scripts
make -C /OpenROAD-flow-scripts/flow DESIGN_CONFIG=/design/flow/config.mk WORK_HOME=/design/flow/orfs finish
==> flow/config.mk <==
export PLATFORM = sky130hd
export DESIGN_NAME = top_a1_q1_rca_8bit
export DESIGN_NICKNAME = top_a1_q1_rca_8bit
export VERILOG_FILES = /design/flow/design.v
export SDC_FILE = /design/flow/constraint.sdc
export NUM_CORES = 4
export LEC_CHECK = 1
export CORE_AREA = 10 10 70 70
export DIE_AREA = 0 0 80 80
==> flow/constraint.sdc <==
current_design top_a1_q1_rca_8bit

set clk_period 6.2
set clk_io_pct 0.2

create_clock -name clk0 -period $clk_period

set non_clock_inputs [all_inputs -no_clocks]
set_input_delay [expr $clk_period * $clk_io_pct] -clock clk0 $non_clock_inputs
set_output_delay [expr $clk_period * $clk_io_pct] -clock clk0 [all_outputs]
==> Slide: Implementation Results <==
Key Metrics from the Run

Outcome
  – Outcome: completed

STA
  – Final hold viol count: 0
  – Slew Limit Fails: 0
  – Fmax: 165.3 MHz
  – Final Cycle Share: 0.9758
  – Period minus WS final: 6050 ps
  – Actual slew at the worst max-slew pin: about 100 ps
  – Post-route setup TNS: 0 ps
  – Max-slew headroom at the worst pin: 0.9308
  – Final Setup Violations: 0
  – RSZ-0062 raised after global routing: no

Clock tree
  – Hold_buf cts: 0

Critical path
  – CP Launch Type: input pin
  – Arrival @ worst endpoint: 4810 ps
  – Worst setup path category: in -> out
  – Critical Path RT: just under 5000 ps
  – CP Launch Point: B[0]
  – Crit path max fanout: 1
  – CP Capture Type: output port
  – End of the critical path: Sum[7]

Placed design
  – DP HPWL: ~750 µm
  – Port bufs: 26
  – Area after DPL: 508.0 µm²
  – GP Congestion: 0.8134

Global routing
  – Pin count of the biggest net entering global routing: 2
  – Grt ovf: 0
  – Vias in the first global route: 230
  – Initial antenna violation count: 0
  – First-pass GRT wire length: roughly 1.1 mm
  – GRT Util Overall: 0.02189

Drt
  – TritonRoute pass-1 iters: 1
  – Drt via density: around 2.4
  – Antenna cells: 0
  – Residual DRC: 0
  – Iter 0 DRT Violations: 0
  – Vias: 211
  – Post-DR wirelength/cell: 8.966 µm
  – Total Routed Length: 789 µm
  – Antenna-violating nets left: 0

Logic synthesis
  – Yosys warns: 0
  – Yosys cell types: 3
  – Sequential area share after synthesis: 0
  – Yosys cell count: 24
  – Synth Area per Inst: ~10 µm²
  – Synthesized instance count: 24
  – Post-Syn Area: roughly 250 µm²
  – YS chip area: about 250 µm²

Floorplan
  – Die area: approximately 6400 µm²
  – Rows: 21
  – Die Wd: 80 µm
  – Core area: between 3000 and 4000 µm²
  – IO Count: 26
  – Die y size: roughly 80 µm
  – Fp util: 0.07326

Layout
  – Layout cells sized above 1: 0.1905
  – # clk buffers: 0
  – Post-route cell area: between 500 and 600 µm²
  – Top Layout Cells: clkdlybuf4s50_1, inv_1, fa_2
  – Flip-flops: 0
  – Synth-to-Final Area Change: 109.0%
  – Dominant logic cell type in the layout: clkdlybuf4s50_1
  – Flop area: 0 µm²

Pwr
  – Leak Pwr: 0.1992 nW
  – Power density over the cells: 87.38 nW/µm²
  – Worst vdd rail ir drop: 0.00002617 V

Min path
  – Worst Hold Class: in -> out

Run
  – Tool warnings: 32
  – Max Cap Violations: 0
[repair_timing]
action                                  in CTS  in global routing
buffers inserted                             0                  0
gates resized                               12                  0
pin swaps                                    8                  4
endpoints found under the setup margin       2                  1
[per-layer routing]
metal | vias to the layer above | wire length (µm) | track usage
li1 | 92 | - | -
met1 | 94 | 391 | 0.03378
met2 | 25 | 198 | 0.02167
met3 | 0 | 199 | 0.01932
met4 | 0 | 0 | 0
met5 | - | 0 | 0
[metrics by stage]
step / hold WS, ps / setup WS [ps] / power, mW / utilization / std cells
after floorplan: 2694 / 659.3 / 0.02129 / - / 24
after global placement: 3546 / -276.2 / 0.04488 / 0.1487 / 88
after detailed placement: 3562 / -284.7 / 0.04521 / 0.1487 / 88
after CTS: 3344 / 14.88 / 0.04711 / 0.1531 / 88
after global routing: 3348 / 25.49 / 0.05080 / 0.1531 / 88
final: 3337 / 149.8 / 0.04570 / 0.1531 / 88
[cell families after synthesis]
family,after synthesis,share of synthesized area
buf+inv,16,0.3600
fa+ha+maj,8,0.6400
[final cells by class]
type | count | area [µm²]
Inverter | 8 | 30.03
Multi-Input combinational cell | 8 | 177.7
Tap cell | 46 | 57.56
Timing Repair Buffer | 26 | 257.7
Fill cell | 391 | 2893
[worst max-delay path: stages]
cell	delay, ps
dlygate4sd2_1	250
fa_2	360
fa_2	350
fa_2	340
fa_2	350
fa_2	350
fa_2	360
inv_2	60
fa_2	190
fa_1	420
inv_1	70
clkdlybuf4s50_1	460
[report_power, final]
group	leakage, nW	switching [mW]	internal [mW]
Clock	0	0	0
Combinational	0.199	0.0126	0.0331
Sequential	0	0	0
Total	0.199	0.0126	0.0331
[synth_stat cells, drive strengths merged]
library cell / instances / share of area
buf: 8 / 0.24
inv: 8 / 0.12
fa: 8 / 0.64
[worst min-delay path by stage]
stage / end / startpoint / slack (ps) / cells after the start
4_1_cts: Sum[0] / A[0] / 3340 / 3
5_1_grt: Sum[0] / A[0] / 3350 / 3
6_report: Sum[0] / A[0] / 3340 / 3
No activity file was given, so power comes from the tool's default toggle rates.
